## flow/config.mk

```make
export PLATFORM = sky130hd
export DESIGN_NAME = PCAdder
export DESIGN_NICKNAME = PCAdder
export VERILOG_FILES = /design/flow/design.v
export SDC_FILE = /design/flow/constraint.sdc
export NUM_CORES = 4
export LEC_CHECK = 1
export CORE_AREA = 10 10 70 70
export DIE_AREA = 0 0 80 80
```

## flow/constraint.sdc

```tcl
current_design PCAdder

set clk_period 5.5
set clk_io_pct 0.2

create_clock -name clk0 -period $clk_period

set non_clock_inputs [all_inputs -no_clocks]
set_input_delay [expr $clk_period * $clk_io_pct] -clock clk0 $non_clock_inputs
set_output_delay [expr $clk_period * $clk_io_pct] -clock clk0 [all_outputs]
```

## flow/design.v

```verilog
`timescale 1ns / 1ps
module PCAdder(
	input [31:0] addressInput,
	output reg [31:0] addressOutput
    );
	initial begin
		addressOutput <= 32'bz;
	end
	always @(addressInput)
		begin
			addressOutput = addressInput + 4;
		end
endmodule
```

## flow/run.sh

```bash
#!/bin/bash
# OpenROAD 26Q1-2900-gdf79404cd8, Yosys 0.63+post, stock flow scripts
make -C /OpenROAD-flow-scripts/flow DESIGN_CONFIG=/design/flow/config.mk WORK_HOME=/design/flow/orfs finish
```

==> impl_metrics.ini <==
; flow metrics
[synthesis]
synth_cell_types = 18
yosysCellCount = 83
ys_chip_area_um2 = 581
yosysWarnings = 2
post_synth.cell_area_avg_um2 = 6.99
synth_seq_share = 0
netlist_instances = 83
mappedNetlistArea_um2 = 581

[detailed_routing]
antenna_cells = 0
dr.pass1.iters = 5
ant_nets = 0
drc_errors = 0
wl_mm = 2.27
drtIter0Drc = 36
via_count = 775
routedWlPerCell_um = 12.1
avgViaCountPerCell = 4.14

[timing]
tns_ns = 0
worstMarginPinSlew_ns = 0.498
setup_violations = 0
fin_crit_ns = 4.42
hold_viol_final = 0
rsz0062_at_grt = false
relSlewSlack = 0.665
fin_crit_sh = 0.804
drv_slew = 0
fmax_mhz = 226

[global_route]
grt_max_degree = 9
grt_first_pass_wirelength_mm = 3.84
antenna_found_initial = 0
first_global_vias = 822
grt.total_usage = 0.0711
gr-total-overflow = 0

[die]
io_pins = 64
die_y_um = 80
initCoreUtil = 0.170
core_area_mm2 = 0.00342
dieArea_mm2 = 0.00640
fp.dieW_um = 80
rows = 21

[setup_path]
worstPathMaxFanout = 8
worstSetupStartpoint = addressInput[2]
required_ns = 4.40
crit_arrival_ns = 3.32
cp-start-kind = primary input
crit_path_end_kind = primary output
crit_type = primary input to primary output

[pwr]
pwr-share-seq = 0
irDropWorstVdd_mv = 0.0291
p_switching_uw = 21.3
powerDensity_mw_per_mm2 = 56.9
combPwrFrac = 1.000
p_int_uw = 48.3
power_switching_share = 0.307
clockPowerShare = 0
p_leak_uw = 0.000423

[cells_and_area]
areaGrowthSynthToFinish_pct = 111
final_util = 0.358
layout.cells.most_common = clkdlybuf4s50_1
regArea_um2 = 0
ff_count = 0
drive_gt1_frac = 0.0496
num-clock-buffers = 0
final_layout_top_logic_cells = 60 x clkdlybuf4s50_1, 21 x xnor2_1, 10 x nand3_1, 10 x nand2_1, 9 x nand4_1

[placed_design]
hpwl_mm = 2.03
io_buffers = 60
globalplace.congestion = 0.734

[run]
cap_viol_max_count = 0
log.warning_count = 32

[outcome]
outcome = completed

[worst_hold_path]
hp-class = primary input to primary output
hp-start = addressInput[0]

[clock_network]
ctsHoldBuffers = 0
postCtsSetupBuffers = 0
cts_resized = 0
synthesized netlist by cell type, drive strengths merged:
cell	number	area, µm²
and3	2	12.5
xor2	7	61.3
nand4	10	68.8
xnor2	21	184
nand3	11	60.1
and2	1	6.26
nor4	2	42.5
ha	1	12.5
buf	2	15.0
nand2	10	37.5
or2	2	12.5
inv	2	7.51
nor2	7	26.3
and4	2	18.8
nor3	3	15.0
routing by layer:
metal	vias up	wire, µm	GRT usage
met5	-	0	0
met4	0	0	0
met3	0	325	0.0330
met2	30	1080	0.120
met1	333	860	0.0857
li1	412	-	-
stage by stage:
stage	instance area (µm²)	hold slack (ns)	setup slack, ns	power (µW)	std cells
2_1_floorplan	581	2.21	2.33	13.5	83
3_3_place_gp	1220	2.20	1.09	70.2	187
3_5_place_dp	1220	2.20	1.03	70.5	187
4_1_cts	1220	2.20	1.03	71.1	187
5_1_grt	1220	2.20	0.855	76.4	187
6_report	1220	2.20	1.08	69.6	187
power groups by stage:
stage	registers [µW]	clock network (µW)	logic [µW]
4_1_cts	0	0	71.1
5_1_grt	0	0	76.4
6_report	0	0	69.6
kinds of logic (layout without fill, tap and decap cells):
logic type                 count (synthesis)  in the layout  share of synthesized area
and+or+nand+nor                           50             50                      0.517
xor gates and xnor gates                  28             28                      0.422
buffers and inverters                      4             62                     0.0388
adders and majority gates                  1              1                     0.0215
final cells by class:
cell class                      instances  area [µm²]
Fill cell                             348        2190
Timing Repair Buffer                   60         601
Multi-Input combinational cell         79         558
Tap cell                               46        57.6
Inverter                                2        7.51
path summary, 6_finish.rpt:
check,to,slack [ns],cells after the start
setup / recovery,addressOutput[28],1.08,7
hold / removal,addressOutput[0],2.20,0
worst max-delay path, stage by stage:
cell,delay [ns]
clkdlybuf4s50_1,0.53
ha_1,0.20
nand3_1,0.22
nor4_4,0.44
nand4_1,0.18
xnor2_1,0.16
clkdlybuf4s50_1,0.48
Power figures rest on the tool's default switching activity, not on a simulated workload.
